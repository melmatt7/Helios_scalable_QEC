<file path="flow/design.v">
`timescale 1ns / 1ps
module decoder_stage_controller #(
    parameter CODE_DISTANCE_X = 3,
    parameter CODE_DISTANCE_Z = 2,
    parameter ITERATION_COUNTER_WIDTH = 8,   
    parameter BOUNDARY_GROW_DELAY = 3,   
    parameter SPREAD_CLUSTER_DELAY = 2,   
    parameter SYNC_IS_ODD_CLUSTER_DELAY = 2   
) (
    clk,
    reset,
    new_round_start,
    has_message_flying,
    has_odd_clusters,
    is_touching_boundaries,
    is_odd_cardinalities,
    roots,
    stage,
    result_valid,
    iteration_counter,
    cycle_counter,
    deadlock,
    final_cardinality
);
localparam STAGE_WIDTH = 4;
localparam [STAGE_WIDTH-1:0]
    STAGE_IDLE = 0,
    STAGE_MEASUREMENT_LOADING = 1,
    STAGE_GROW = 2,
    STAGE_MERGE = 3,
    STAGE_PEELING = 4,
    STAGE_RESULT_VALID = 5,
    STAGE_PARAMETERS_LOADING = 6,
    STAGE_MEASUREMENT_PREPARING = 7,
    STAGE_SPREAD_CLUSTER = 8,
    STAGE_GROW_BOUNDARY = 9,
    STAGE_SYNC_IS_ODD_CLUSTER = 10,
    STAGE_RESULT_CALCULATING = 11;
localparam [7:0]
    START_DECODING_MSG = 8'h01,
    MEASUREMENT_DATA_HEADER = 8'h02;
localparam MEASUREMENT_ROUNDS = (((CODE_DISTANCE_X) > (CODE_DISTANCE_Z)) ? (CODE_DISTANCE_X) : (CODE_DISTANCE_Z));
localparam PER_DIMENSION_WIDTH = $clog2(MEASUREMENT_ROUNDS);
localparam ADDRESS_WIDTH = PER_DIMENSION_WIDTH * 3;
localparam PU_COUNT = CODE_DISTANCE_X * CODE_DISTANCE_Z * MEASUREMENT_ROUNDS;
localparam MAXIMUM_DELAY = (((BOUNDARY_GROW_DELAY) > ((((SPREAD_CLUSTER_DELAY)) > ((SYNC_IS_ODD_CLUSTER_DELAY))) ? ((SPREAD_CLUSTER_DELAY)) : ((SYNC_IS_ODD_CLUSTER_DELAY)))) ? (BOUNDARY_GROW_DELAY) : ((((SPREAD_CLUSTER_DELAY)) > ((SYNC_IS_ODD_CLUSTER_DELAY))) ? ((SPREAD_CLUSTER_DELAY)) : ((SYNC_IS_ODD_CLUSTER_DELAY))));
localparam COUNTER_WIDTH = $clog2(MAXIMUM_DELAY + 1);
input clk;
input reset;
input new_round_start;
input has_message_flying;
input has_odd_clusters;
input [PU_COUNT-1:0] is_touching_boundaries;
input [PU_COUNT-1:0] is_odd_cardinalities;
output [(ADDRESS_WIDTH * PU_COUNT)-1:0] roots;
output reg [STAGE_WIDTH-1:0] stage;
output reg result_valid;
output reg [ITERATION_COUNTER_WIDTH-1:0] iteration_counter;
output reg [31:0] cycle_counter;
output reg deadlock;
output final_cardinality;
reg [COUNTER_WIDTH-1:0] delay_counter;
reg [31:0] cycles_in_stage;
localparam DEADLOCK_THRESHOLD = PU_COUNT*10;
reg go_to_result_calculator;
wire done_from_calculator;
always @(posedge clk) begin
    if (reset) begin
        cycles_in_stage <= 0;
    end else begin
        if (stage == STAGE_MEASUREMENT_LOADING || stage == STAGE_IDLE || stage == STAGE_GROW_BOUNDARY) begin
            cycles_in_stage <= 0;
        end else if (stage == STAGE_SYNC_IS_ODD_CLUSTER || stage == STAGE_SPREAD_CLUSTER) begin
            cycles_in_stage <= cycles_in_stage + 1;
        end
    end
end
always @(posedge clk) begin
    if (reset) begin
        deadlock <= 0;
    end else begin
        if (new_round_start) begin
            deadlock <= 0;
        end else if (cycles_in_stage > DEADLOCK_THRESHOLD) begin
            deadlock <= 1;
        end
    end
end
always @(posedge clk) begin
    if (reset) begin
        iteration_counter <= 0;
    end else begin
        if (stage == STAGE_MEASUREMENT_LOADING) begin
            iteration_counter <= 0;
        end else if (stage == STAGE_SYNC_IS_ODD_CLUSTER && delay_counter >= SYNC_IS_ODD_CLUSTER_DELAY && !has_message_flying) begin
            iteration_counter <= iteration_counter + 1;
        end
    end
end
always @(posedge clk) begin
    if (reset) begin
        cycle_counter <= 0;
    end else begin
        if (stage == STAGE_MEASUREMENT_LOADING) begin
            cycle_counter <= 1;
        end else if (!result_valid) begin
            cycle_counter <= cycle_counter + 1;
        end
    end
end
always @(posedge clk) begin
    if (reset) begin
        stage <= STAGE_IDLE;
        delay_counter <= 0;
        result_valid <= 0;
    end else begin
        case (stage)
            STAGE_IDLE: begin
                if (new_round_start) begin
                    stage <= STAGE_MEASUREMENT_LOADING;
                    delay_counter <= 0;
                    result_valid <= 0;
                end else begin
                    if (done_from_calculator == 1'b1) begin
                        result_valid <= 1'b1;
                    end
                end
                go_to_result_calculator <= 0;
            end
            STAGE_SPREAD_CLUSTER: begin
                if (delay_counter >= SPREAD_CLUSTER_DELAY) begin
                    if (!has_message_flying) begin
                        stage <= STAGE_SYNC_IS_ODD_CLUSTER;
                        delay_counter <= 0;
                    end else if (cycles_in_stage > DEADLOCK_THRESHOLD)  begin
                        stage <= STAGE_IDLE;
                    end
                end else begin
                    delay_counter <= delay_counter + 1;
                end
            end
            STAGE_GROW_BOUNDARY: begin
                if (delay_counter >= BOUNDARY_GROW_DELAY) begin
                    stage <= STAGE_SPREAD_CLUSTER;
                    delay_counter <= 0;
                end else begin
                    delay_counter <= delay_counter + 1;
                end
            end
            STAGE_SYNC_IS_ODD_CLUSTER: begin
                if (delay_counter >= SYNC_IS_ODD_CLUSTER_DELAY) begin
                    if (!has_message_flying) begin
                        if (has_odd_clusters) begin
                            stage <= STAGE_GROW_BOUNDARY;
                            delay_counter <= 0;
                        end else begin
                            stage <= STAGE_RESULT_CALCULATING;
                            delay_counter <= 0;
                        end
                    end else if (cycles_in_stage > DEADLOCK_THRESHOLD)  begin
                        stage <= STAGE_IDLE;
                    end
                end else begin
                    delay_counter <= delay_counter + 1;
                end
            end
            STAGE_MEASUREMENT_LOADING: begin
                stage <= STAGE_SPREAD_CLUSTER;
                delay_counter <= 0;
                result_valid <= 0;  
            end
            STAGE_RESULT_CALCULATING: begin
                stage <= STAGE_IDLE;
                go_to_result_calculator <= 1;
                result_valid <= 0;  
            end
        endcase
    end
end
get_boundry_cardinality #(
    .CODE_DISTANCE_X(CODE_DISTANCE_X),
    .CODE_DISTANCE_Z(CODE_DISTANCE_Z)
) result_calculator(
    .clk(clk),
    .reset(reset),
    .is_touching_boundaries(is_touching_boundaries),
    .is_odd_cardinalities(is_odd_cardinalities),
    .roots(roots),
    .final_cardinality(final_cardinality),
    .go(go_to_result_calculator),
    .done(done_from_calculator)
);
endmodule
module get_boundry_cardinality #(
    parameter CODE_DISTANCE_X = 4,
    parameter CODE_DISTANCE_Z = 12,
    parameter BOUNDARY_TYPE = 0  
) (
    clk,
    reset,
    is_touching_boundaries,
    is_odd_cardinalities,
    roots,
    final_cardinality,
    go,
    done
);
localparam MEASUREMENT_ROUNDS = (((CODE_DISTANCE_X) > (CODE_DISTANCE_Z)) ? (CODE_DISTANCE_X) : (CODE_DISTANCE_Z));
localparam PER_DIMENSION_WIDTH = $clog2(MEASUREMENT_ROUNDS);
localparam ADDRESS_WIDTH = PER_DIMENSION_WIDTH * 3;
localparam PU_COUNT = CODE_DISTANCE_X * CODE_DISTANCE_Z * MEASUREMENT_ROUNDS;
localparam BOUNDRY_PU_COUNT = CODE_DISTANCE_X * MEASUREMENT_ROUNDS;
input clk;
input reset;
input [PU_COUNT-1:0] is_odd_cardinalities;
input [PU_COUNT-1:0] is_touching_boundaries;
input [(ADDRESS_WIDTH * PU_COUNT)-1:0] roots;
output final_cardinality;
input go;
output reg done;
always@(posedge clk) begin
    if(reset) begin
        done <= 0;
    end else begin
        done <= go;
    end
end
assign final_cardinality = 1'b0;
endmodule
</file>
<file path="flow/run.sh">
#!/bin/bash
# OpenROAD 26Q1-2900-gdf79404cd8, Yosys 0.63+post, stock flow scripts
make -C /OpenROAD-flow-scripts/flow DESIGN_CONFIG=/design/flow/config.mk WORK_HOME=/design/flow/orfs finish
</file>
<file path="flow/constraint.sdc">
current_design decoder_stage_controller

set clk_period 5.7
set clk_io_pct 0.2

create_clock -name clk0 -period $clk_period [get_ports {clk}]

set non_clock_inputs [all_inputs -no_clocks]
set_input_delay [expr $clk_period * $clk_io_pct] -clock clk0 $non_clock_inputs
set_output_delay [expr $clk_period * $clk_io_pct] -clock clk0 [all_outputs]
</file>
<file path="flow/config.mk">
export PLATFORM = sky130hd
export DESIGN_NAME = decoder_stage_controller
export DESIGN_NICKNAME = decoder_stage_controller
export VERILOG_FILES = /design/flow/design.v
export SDC_FILE = /design/flow/constraint.sdc
export NUM_CORES = 4
export LEC_CHECK = 1
export CORE_UTILIZATION = 40
</file>
==> run summary <==
Number of nets with antenna violations after routing: 0
Vias/cell: 4.63
Final hold vios: 0
Result of the run: complete, no violations
Clock root buffer: sky130_fd_sc_hd__clkbuf_16
Minimum setup slack among reg-to-reg paths: 3.16 ns
CTS tree: yes
Buffers inserted during post-CTS setup optimization: 0
Critical Setup Path Class: in2reg
Share of synthesized area occupied by flip-flops and latches: 34.6%
CTS Buf Count: 9
GPL Wtd Cong: 0.870
Number of standard-cell rows in the floorplan: 39
Post-synthesis instance area: 4770 um^2
Final Skew: 0.00481 ns
Maximum number of pins on one net before global-route repair: 33
Cell taking the most area after synthesis: sky130_fd_sc_hd__dfxtp_1
Number of sinks handled by clock tree synthesis: 82
Ant diodes: 0
Avg Inst Size Synth: 8.29 um^2
Worst R2R Start: stage[3]
Worst reg-to-reg path cell count: 4
Count of state elements after synthesis: 82
Slew at the pin with the worst max-slew slack: 0.859 ns
Worst-case vdd ir drop: 0.000238 V
Horizontal die dimension: 111 um
RSZ-0062 raised after global routing: false
Area of the core: 11500 um^2
Endpoint of the lowest-slack register-to-register path: cycles_in_stage[7]
Final routed wirelength across all metal layers: 8.62 mm
Vias in the first global route: 3094
Drc violations: 0
Max_cap viols: 0
Leakage power: 0.00192 uW
Post-CTS clock slew at the launch and capture registers of the worst setup and hold paths: 0.06 ns
Post-synthesis cell count from yosys: 575
Post-detailed-placement cell area: 4980 um^2
Minimum clock period: 2.68 ns
Period utilisation layout: 47.0%
IO buf count: 50
Maximum fanout encountered on the critical timing path: 5
Type of the most critical hold path: reg2reg
Dominant cell area share: 34.0%
Tool warnings: 65
Flip-flops with a built-in enable: 1
Distinct cells, synth: 50
Share of final-layout standard cells stronger than drive strength 1: 4.16%
Layout overhead on the synthesized area: 10.5%
Max Freq: 373 MHz
Initial Utilization: 41.4%
Number of detailed-route iterations in the first pass: 24
Number of H-tree branching levels: 3
Half-perimeter wire length of the detailed placement result: 6.13 mm
CTS Hold Buffers Added: 0
Area of all placed cells without fillers: 5270 um^2
Last element of the critical path: iteration_counter[5]
Number of setup violations in the final report: 0
Global route overflow: 0
First DRT Iteration DRCs: 260
Worst endpoint data arrival time: 2.89 ns
Total die area: 12400 um^2
Global Route Usage Sum: 14.4%
Final Max Slew Viols: 0
Vertical extent of the die: 111 um
Warnings from Yosys: 110
Global-route wire length before repair: 14.7 mm
Worst setup EP type: flop
Largest cells by area after synthesis: sky130_fd_sc_hd__dfxtp_1 34%, sky130_fd_sc_hd__buf_4 17%, sky130_fd_sc_hd__xor2_1 6.2%
Detailed-route wire length per cell: 11.2 um
Dominant register cell: sky130_fd_sc_hd__dfxtp_1
Req. time, crit path: 5.91 ns
Total via count in the routed design: 3557
Synthesized chip area reported by yosys: 4770 um^2
Number of resized instances in the post-cts repair step: 0
Accumulated negative setup slack: 0 ns
Headroom to the max-slew limit: 42.2%
Number of primary I/O pins: 196
Number of antenna violations at the first check in global routing: 0
Share of flip-flops with an asynchronous set or reset after synthesis: 0%
Startpoint type of the worst setup path: input pin
Clk latency of the worst-skew pair: 0.33 ns
Top Layout Cells: 109 x sky130_fd_sc_hd__conb_1, 81 x sky130_fd_sc_hd__dfxtp_1, 76 x sky130_fd_sc_hd__nor2_1
Finished Core Util: 45.8%
Worst setup path start: has_message_flying
Total power per unit cell area: 259 nW/um^2
Max clock buf depth: 2
Top cell excl fill/tap: sky130_fd_sc_hd__conb_1
Count of mapped cells out of synthesis: 575
[per-stage QoR]
step / total power [uW] / instances / worst slack (ns) / hold slack (ns)
2_1_floorplan: 823 / 683 / 3.46 / 0.429
3_3_place_gp: 826 / 752 / 2.70 / 0.438
3_5_place_dp: 829 / 752 / 2.67 / 0.445
4_1_cts: 1390 / 768 / 3.03 / 0.459
5_1_grt: 1440 / 768 / 2.88 / 0.474
6_report: 1370 / 768 / 3.02 / 0.455
[Yosys cell counts (4+ instances only)]
cell type / n
sky130_fd_sc_hd__and3_1: 9
sky130_fd_sc_hd__nor2_1: 76
sky130_fd_sc_hd__ha_1: 8
sky130_fd_sc_hd__a21oi_1: 15
sky130_fd_sc_hd__or3_1: 12
sky130_fd_sc_hd__nand4_1: 21
sky130_fd_sc_hd__nand2_1: 31
sky130_fd_sc_hd__buf_4: 109
sky130_fd_sc_hd__dfxtp_1: 81
sky130_fd_sc_hd__xnor2_1: 25
sky130_fd_sc_hd__and2_1: 4
sky130_fd_sc_hd__nor2b_1: 5
sky130_fd_sc_hd__a211oi_1: 4
sky130_fd_sc_hd__nor3_1: 17
sky130_fd_sc_hd__mux2i_1: 4
sky130_fd_sc_hd__nand2b_1: 4
sky130_fd_sc_hd__o21ai_0: 11
sky130_fd_sc_hd__clkbuf_1: 15
sky130_fd_sc_hd__inv_1: 14
sky130_fd_sc_hd__nor4_1: 14
sky130_fd_sc_hd__nand3_1: 25
sky130_fd_sc_hd__and4_1: 5
sky130_fd_sc_hd__xor2_1: 34
[where the power goes]
group	internal (uW)	switching, uW	total, uW
clock	320	230	551
combinational	83.5	106	189
sequential	594	33.0	627
[state kept, by name, summed over array words and instances, names as in the netlist]
register / count
cycles_in_stage: 32
delay_counter: 2
go_to_result_calculator: 1
deadlock: 1
iteration_counter: 8
result_calculator.done: 1
result_valid: 1
cycle_counter: 32
stage: 4
[area by class of cell]
class                           instances  area [um^2]
Fill cell                            1088         6250
Multi-Input combinational cell        460         2570
Tap cell                              143          179
Clock inverter                          6         40.0
Inverter                               14         52.6
Timing Repair Buffer                   53          523
Sequential cell                        82         1650
Clock buffer                           10          250
[worst min-delay path by stage]
stage                                    from                      to  slack (ns)  cells past startpoint
after CTS             go_to_result_calculator  result_calculator.done        0.46                      1
after global routing  go_to_result_calculator  result_calculator.done        0.47                      1
final                 go_to_result_calculator  result_calculator.done        0.45                      1
[layer usage]
metal / GRT usage, % / vias to the layer above / part of all wire [%]
li1: - / 1831 / -
met1: 22.0 / 1614 / 47
met2: 21.7 / 110 / 46
met3: 3.68 / 2 / 6.6
met4: 1.35 / 0 / 0.31
met5: 0 / - / 0
[worst max-delay path, cell delays in order]
cell and delay, ns:
sky130_fd_sc_hd__clkdlybuf4s50_1 0.49, sky130_fd_sc_hd__nand2b_1 0.23, sky130_fd_sc_hd__nor4_1 0.63, sky130_fd_sc_hd__nand3_1 0.18
sky130_fd_sc_hd__xor2_1 0.16, sky130_fd_sc_hd__nor2_1 0.05
[cell families after synthesis]
kind of cell / share of synthesized area, %
compound gates: 5.30
flops: 34.6
other cells: 0.0786
buf+inv: 19.9
mux: 0.840
fa+ha+maj: 2.10
xor+xnor: 10.8
simple gates: 26.3
No activity file was given, so power comes from the tool's default toggle rates.
